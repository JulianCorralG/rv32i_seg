`design/flow/design.v`:
```
module RegistersUnit (
    input logic clk, RUWr,
    input logic [4:0] Rs1, Rs2, Rd,
    input logic [31:0] DataWr,
    output logic [31:0] RURs1,
    output logic [31:0] RURs2
);
    logic [31:0] RU [31:0];
    assign RURs1 = (Rs1 == 5'b0) ? 32'h00000000 : RU[Rs1];
    assign RURs2 = (Rs2 == 5'b0) ? 32'h00000000 : RU[Rs2];
    always @(posedge clk) begin
        if(RUWr && (Rd != 0))
            RU[Rd] <= DataWr;
    end
endmodule
```
`design/flow/run.sh`:
```
#!/bin/bash
# OpenROAD 26Q1-2900-gdf79404cd8, Yosys 0.63+post, stock flow scripts
make -C /OpenROAD-flow-scripts/flow DESIGN_CONFIG=/design/flow/config.mk WORK_HOME=/design/flow/orfs finish
```
`design/flow/config.mk`:
```
export PLATFORM = sky130hd
export DESIGN_NAME = RegistersUnit
export DESIGN_NICKNAME = RegistersUnit
export VERILOG_FILES = /design/flow/design.v
export SDC_FILE = /design/flow/constraint.sdc
export NUM_CORES = 4
export LEC_CHECK = 1
export CORE_UTILIZATION = 50
```
`design/flow/constraint.sdc`:
```
current_design RegistersUnit

set clk_period 5.9
set clk_io_pct 0.2

create_clock -name clk0 -period $clk_period [get_ports {clk}]

set non_clock_inputs [all_inputs -no_clocks]
set_input_delay [expr $clk_period * $clk_io_pct] -clock clk0 $non_clock_inputs
set_output_delay [expr $clk_period * $clk_io_pct] -clock clk0 [all_outputs]
```
==> flow_summary.html <==
<h3>Flow metrics</h3>
<table>
<tr><th>Metric</th><th>Value</th></tr>
<tr><th colspan="2">Floorplan</th></tr>
<tr><td>Total die size</td><td>between 90,000 and 100,000 um2</td></tr>
<tr><td>Area inside the core boundary</td><td>95,010 um2</td></tr>
<tr><td>Vertical die dimension</td><td>a little over 300 um</td></tr>
<tr><td>Core utilization before placement</td><td>0.5042</td></tr>
<tr><td>Cell row count</td><td>113</td></tr>
<tr><td>Top-level port count</td><td>113</td></tr>
<tr><td>Horizontal die size</td><td>311.5 um</td></tr>
<tr><th colspan="2">STA</th></tr>
<tr><td>Maximum clock frequency</td><td>~180 MHz</td></tr>
<tr><td>Transition time of the tightest slew-check pin</td><td>1016 ps</td></tr>
<tr><td>Pins Over Slew Limit</td><td>0</td></tr>
<tr><td>Total of endpoints with negative setup slack in the final report</td><td>0</td></tr>
<tr><td>Post-layout worst setup margin</td><td>480.4 ps</td></tr>
<tr><td>Fin Setup TNS</td><td>0 ps</td></tr>
<tr><td>Count of final hold-check violations</td><td>0</td></tr>
<tr><td>Post-layout minimum cycle time</td><td>5420 ps</td></tr>
<tr><td>Rel. slew slack</td><td>0.3208</td></tr>
<tr><td>Final Cycle Share</td><td>0.9186</td></tr>
<tr><td>RSZ-0062 raised after global routing</td><td>no</td></tr>
<tr><th colspan="2">Logic synthesis</th></tr>
<tr><td>Main synth FF type</td><td>sky130_fd_sc_hd__edfxtp_1</td></tr>
<tr><td>Syn_area_per_cell</td><td>18.68 um2</td></tr>
<tr><td>Cell count listed in synth_stat.txt</td><td>2,564</td></tr>
<tr><td>Post-synth area from yosys stat</td><td>between 40,000 and 50,000 um2</td></tr>
<tr><td>Synthesized flop and latch total</td><td>between 1,000 and 1,500</td></tr>
<tr><td>Post-synth tally of flip-flops with integrated enable</td><td>1,024</td></tr>
<tr><td>Synth Warn #</td><td>1</td></tr>
<tr><td>Post-synth ARST share</td><td>0</td></tr>
<tr><td>Instance tally after logic synthesis</td><td>approximately 2,600</td></tr>
<tr><td>Portion of the post-synthesis area used by sequential elements</td><td>0.6419</td></tr>
<tr><td>Post-synth design cell area</td><td>about 48,000 um2</td></tr>
<tr><td>Unique masters post-synth</td><td>39</td></tr>
<tr><th colspan="2">Clock tree</th></tr>
<tr><td>Num Clock Sinks</td><td>1,024</td></tr>
<tr><td>Number of buffers inserted by post-CTS setup repair</td><td>0</td></tr>
<tr><td>CTS tree</td><td>built</td></tr>
<tr><td>Resized Gates After CTS</td><td>0</td></tr>
<tr><td>Total CTS buffers</td><td>107</td></tr>
<tr><td>CTS H-Tree Depth</td><td>3</td></tr>
<tr><td>Worst-case clock buffer depth</td><td>3</td></tr>
<tr><td>Hold-fix buffers at CTS</td><td>0</td></tr>
<tr><td>Root cell of the clock tree</td><td>sky130_fd_sc_hd__clkbuf_16</td></tr>
<tr><td>Clock slew at the register clock pins of the worst setup and hold paths</td><td>60 ps</td></tr>
<tr><th colspan="2">Worst hold path</th></tr>
<tr><td>Worst hold stages</td><td>2</td></tr>
<tr><td>Min-delay worst type</td><td>in2reg</td></tr>
<tr><th colspan="2">Route</th></tr>
<tr><td>Number of nets still failing antenna checks after routing</td><td>0</td></tr>
<tr><td>WL per Instance</td><td>37.35 um</td></tr>
<tr><td>Routed vias/inst</td><td>6.845</td></tr>
<tr><td>Detailed Route WL</td><td>154.0 mm</td></tr>
<tr><td>Count of routing violations after the opening detailed-route iteration</td><td>around 1,900</td></tr>
<tr><td>Post-route DRC</td><td>0</td></tr>
<tr><td>Count of vias placed by the detailed router</td><td>28,210</td></tr>
<tr><td>Detailed-routing iteration count for the pre-antenna-repair pass</td><td>5</td></tr>
<tr><th colspan="2">Setup path</th></tr>
<tr><td>Slowest stage delay, CP</td><td>590 ps</td></tr>
<tr><td>Crit path top cell by count</td><td>sky130_fd_sc_hd__buf_4</td></tr>
<tr><td>Maximum fanout along the worst path</td><td>47</td></tr>
<tr><td>Sequence of cells on the critical path</td><td>buf_6 &gt; buf_4 &gt; nand3b_1 &gt; buf_4 &gt; o221ai_1 &gt; a21oi_1 &gt; a211oi_1 &gt; clkdlybuf4s50_1</td></tr>
<tr><td>Library cell contributing the largest single delay on the critical path</td><td>sky130_fd_sc_hd__clkdlybuf4s50_1</td></tr>
<tr><td>Type of the worst setup path</td><td>in2out</td></tr>
<tr><td>Setup crit end kind</td><td>output port</td></tr>
<tr><td>Worst EP arrival</td><td>4240 ps</td></tr>
<tr><td>Type of element launching the critical path</td><td>input pin</td></tr>
<tr><td>Required time of the critical path</td><td>4720 ps</td></tr>
<tr><th colspan="2">Place</th></tr>
<tr><td>Final RePlAce weighted congestion</td><td>0.9117</td></tr>
<tr><td>DP HPWL</td><td>between 90 and 100 mm</td></tr>
<tr><td>Pre-CTS setup slack</td><td>582.5 ps</td></tr>
<tr><td>Port-buffer cells</td><td>about 110</td></tr>
<tr><th colspan="2">Power and ir drop</th></tr>
<tr><td>Pwr Density</td><td>roughly 300 nW/um2</td></tr>
<tr><td>Sum of internal, switching and leakage power</td><td>16.35 mW</td></tr>
<tr><td>Largest vdd supply drop</td><td>224.9 uV</td></tr>
<tr><td>Leak pwr</td><td>17.99 nW</td></tr>
<tr><th colspan="2">Finish</th></tr>
<tr><td>Registers with the most flip-flops</td><td>RU (1024)</td></tr>
<tr><td>Number of fill cells in the layout</td><td>6,856</td></tr>
<tr><td>Number of flip-flops under the largest register name</td><td>1,024</td></tr>
<tr><td>Register with the most flip-flops</td><td>RU</td></tr>
<tr><td>Area grow syn2layout</td><td>14.70%</td></tr>
<tr><td>Share of final-layout standard cells stronger than drive strength 1</td><td>0.2791</td></tr>
<tr><th colspan="2">GRT</th></tr>
<tr><td>Wire length of the first global-routing pass</td><td>220.0 mm</td></tr>
<tr><td>Via count of the first global-routing pass</td><td>31,840</td></tr>
<tr><td>GRT overflow</td><td>0</td></tr>
<tr><td>Global Route Usage Sum</td><td>0.3618</td></tr>
<tr><td>Pin count of the biggest net entering global routing</td><td>69</td></tr>
<tr><td>Number of antenna violations at the first check in global routing</td><td>3</td></tr>
<tr><th colspan="2">Run</th></tr>
<tr><td>Total of max-cap violations</td><td>0</td></tr>
<tr><td>Tool warning count</td><td>26</td></tr>
<tr><th colspan="2">Run status</th></tr>
<tr><td>Run status</td><td>finished, final reports clean</td></tr>
</table>
[synth_stat cells (2+ instances only)]
master                      number  area [um2]
sky130_fd_sc_hd__mux4_1         36       945.9
sky130_fd_sc_hd__a311oi_1       32       280.3
sky130_fd_sc_hd__o221ai_1       64       560.5
sky130_fd_sc_hd__a221oi_1       38       332.8
sky130_fd_sc_hd__nor2_1         36       135.1
sky130_fd_sc_hd__mux2i_1       320        3203
sky130_fd_sc_hd__a211oi_1       53       397.9
sky130_fd_sc_hd__a21oi_1        32       160.2
sky130_fd_sc_hd__buf_2          50       250.2
sky130_fd_sc_hd__o21ai_1         4       20.02
sky130_fd_sc_hd__nand2_1        85       319.1
sky130_fd_sc_hd__mux2_2         64       720.7
sky130_fd_sc_hd__nand4_1        32       200.2
sky130_fd_sc_hd__o2111ai_1      10       87.58
sky130_fd_sc_hd__or3_1           2       12.51
sky130_fd_sc_hd__edfxtp_1     1024       30750
sky130_fd_sc_hd__a221oi_2       16       240.2
sky130_fd_sc_hd__nor2b_1        37       231.5
sky130_fd_sc_hd__buf_6          12       135.1
sky130_fd_sc_hd__a22oi_1        64       480.5
sky130_fd_sc_hd__nand3_1         2       10.01
sky130_fd_sc_hd__nand3b_1        6       45.04
sky130_fd_sc_hd__mux4_2        316        7117
sky130_fd_sc_hd__or3b_2          5       43.79
sky130_fd_sc_hd__buf_4          53       397.9
sky130_fd_sc_hd__a211oi_2       11       137.6
sky130_fd_sc_hd__clkbuf_1       98       367.9
sky130_fd_sc_hd__o21ai_0        50       250.2
sky130_fd_sc_hd__inv_1           2       7.510
[area by class of cell]
| type | count | area [um2] | area share |
|---|---|---|---|
| Antenna cell | 1 | 2.502 | 0.00004554 |
| Clock buffer | 130 | 2806 | 0.05107 |
| Clock inverter | 62 | 620.6 | 0.01129 |
| Inverter | 2 | 8.758 | 0.0001594 |
| Multi-Input combinational cell | 1354 | 16400 | 0.2984 |
| Sequential cell | 1024 | 30750 | 0.5596 |
| Tap cell | 1265 | 1583 | 0.02880 |
| Timing Repair Buffer | 284 | 2780 | 0.05060 |
[critical path: cells and delay by family]
kind,cells,cell delay [ps]
buffers and inverters,4,1910
AND/OR/NAND/NOR,1,200
AND-OR/OR-AND,3,920
[layout by cell type (no fill, tap or decap), types with 16 or more instances in the layout]
| cell | instances |
|---|---|
| sky130_fd_sc_hd__clkbuf_16 | 109 |
| sky130_fd_sc_hd__buf_4 | 144 |
| sky130_fd_sc_hd__clkinv_1 | 17 |
| sky130_fd_sc_hd__nor2b_1 | 32 |
| sky130_fd_sc_hd__nor2_4 | 33 |
| sky130_fd_sc_hd__a21oi_1 | 32 |
| sky130_fd_sc_hd__nand2_1 | 85 |
| sky130_fd_sc_hd__a311oi_1 | 32 |
| sky130_fd_sc_hd__a211oi_1 | 53 |
| sky130_fd_sc_hd__a221oi_2 | 16 |
| sky130_fd_sc_hd__mux4_1 | 36 |
| sky130_fd_sc_hd__mux4_2 | 316 |
| sky130_fd_sc_hd__clkdlybuf4s50_1 | 102 |
| sky130_fd_sc_hd__mux2_2 | 64 |
| sky130_fd_sc_hd__o21ai_0 | 50 |
| sky130_fd_sc_hd__a22oi_1 | 64 |
| sky130_fd_sc_hd__nand4_1 | 32 |
| sky130_fd_sc_hd__clkbuf_1 | 21 |
| sky130_fd_sc_hd__mux2i_1 | 320 |
| sky130_fd_sc_hd__a221oi_1 | 38 |
| sky130_fd_sc_hd__o221ai_1 | 64 |
| sky130_fd_sc_hd__buf_12 | 29 |
| sky130_fd_sc_hd__clkinv_2 | 23 |
| sky130_fd_sc_hd__edfxtp_1 | 1024 |
| sky130_fd_sc_hd__conb_1 | 32 |
[cell families after synthesis]
kind of cell	Yosys count	synth area share
flip-flops	1024	0.6419
AND-OR/OR-AND	374	0.06154
buffers and inverters	217	0.02445
other	1	0.00007828
multiplexers	736	0.2502
AND/OR/NAND/NOR	212	0.02184
[where the power goes]
group,switching (mW),internal [mW]
sequential,0.0439,8.11
combinational,0.861,0.650
clock,2.80,3.88
total,3.70,12.6
[routing by layer]
metal  routed length, um  GRT usage  up-vias
met5                 638    0.06077        -
met4                6335     0.1089       22
met3               31020     0.3112      389
met2               70140     0.4973     2300
met1               45840     0.4298    14040
li1                    -          -    11460
[per-stage QoR]
stage               cell area [um2]  hold slack [ps]    util  std cells
CTS                           54950             1281  0.5783       4121
floorplan                     48020             1279       -       2595
detailed placement            51520             2015  0.5422       3929
global placement              51520             2006  0.5422       3929
finish                        54950             1311  0.5783       4122
global route                  54950             1313  0.5783       4122
[path summary, 6_finish.rpt]
kind | start | endpoint | slack, ps
worst max-delay path | Rs2[1] | RURs2[0] | 480
worst min-delay path | DataWr[18] | RU[1][18] | 1310
Power and IR drop assume default switching activity.
