==> design/flow/run.sh <==
#!/bin/bash
# OpenROAD 26Q1-2900-gdf79404cd8, Yosys 0.63+post, stock flow scripts
make -C /OpenROAD-flow-scripts/flow DESIGN_CONFIG=/design/flow/config.mk WORK_HOME=/design/flow/orfs finish
==> design/flow/design.v <==
module ALU (
    input logic signed [31:0] A,       
    input logic signed [31:0] B,       
    input logic [3:0] ALUOp,           
    output logic signed [31:0] ALURes = 0  
);
    always @* begin
        case (ALUOp)
            4'b0000: ALURes = A + B;        
            4'b1000: ALURes = A - B;        
            4'b0001: ALURes = A << B;       
            4'b0010: ALURes = A < B;        
            4'b0011: ALURes = $unsigned(A) < $unsigned(B);  
            4'b0100: ALURes = A ^ B;        
            4'b0101: ALURes = A >> B;       
            4'b1101: ALURes = A >>> B;      
            4'b0110: ALURes = A | B;        
            4'b0111: ALURes = A & B;        
            4'b1001: ALURes = B;            
            default: ALURes = 0;            
        endcase
    end
endmodule
==> design/flow/constraint.sdc <==
current_design ALU

set clk_period 17.9
set clk_io_pct 0.2

create_clock -name clk0 -period $clk_period

set non_clock_inputs [all_inputs -no_clocks]
set_input_delay [expr $clk_period * $clk_io_pct] -clock clk0 $non_clock_inputs
set_output_delay [expr $clk_period * $clk_io_pct] -clock clk0 [all_outputs]
==> design/flow/config.mk <==
export PLATFORM = sky130hd
export DESIGN_NAME = ALU
export DESIGN_NICKNAME = ALU
export VERILOG_FILES = /design/flow/design.v
export SDC_FILE = /design/flow/constraint.sdc
export NUM_CORES = 4
export LEC_CHECK = 1
export CORE_UTILIZATION = 50
==> impl_metrics.py <==
# Metrics from the implementation run
metrics = {
    "synthesis": {
        "syn_area_per_cell_um2": 6.35,
        "fa_ha_area_share_pct": 13.3,
        "yosys.area_share.aoi_pct": 41.5,
        "synthCells": 1467,
        "synth-xor-area-share_pct": 0.659,
        "area_leaders": "ha_1 13%, a21oi_1 8.5%, nor2_1 7.1%, o21ai_0 6.8%, mux2i_1 6.8%",
        "yosysChipArea_um2": 9310,
        "yosys.area.top_type": "ha_1",
        "synth.comb.largest_family": "AND-OR/OR-AND gates",
        "yosysSeqAreaShare_pct": 0,
        "synth_warnings": 1,
        "netlist_area_um2": 9310,
        "ys_sh_mux_pct": 11.0,
        "synth_cell_types": 86,
        "ys_cells": 1467,
        "synth_simple_gate_area_share_pct": 23.9,
        "top_cell_area_share_pct": 12.9,
    },
    "setup_path": {
        "critical_path_peak_fanout": 27,
        "cp.arrival_ps": 8400,
        "startpoint_type": "input port",
        "crit_path_end_kind": "primary output",
        "crit_type": "in -> out",
        "required_ps": 14320,
    },
    "sta": {
        "tightestPinTransition_ps": 1140,
        "drv_slew": 0,
        "setup_tns_ps": 0,
        "timing.fmax_mhz": 83.5,
        "hold_viol_final": 0,
        "finalCritPeriodShare_pct": 66.9,
        "rsz0062_at_grt": "no",
        "setup_viol": 0,
        "period_needed_ps": 11980,
        "relSlewSlack_pct": 22.8,
        "fin_ws_ps": 5920,
    },
    "layout": {
        "nClkBuffers": 0,
        "area_growth_pct": 10.0,
        "final_common_cell": "nor2_1",
        "final_cell_mix": "177 x nor2_1, 158 x a21oi_1, 127 x o21ai_0",
        "final_area_um2": 10200,
        "drive_above_1_share_pct": 5.50,
        "regArea_um2": 0,
        "fin_util_pct": 56.6,
        "flops": 0,
    },
    "run": {
        "openroad.warnings": 97,
        "cap_violations": 0,
    },
    "grt": {
        "grt_max_degree": 86,
        "first_global_vias": 10700,
        "grt_pass1_wl_um": 67200,
        "grt_antenna_before_repair": 0,
        "grt-ovfl-total": 0,
        "grt_usage_pct": 46.3,
    },
    "clock_tree": {
        "ctsResizeCount": 0,
        "post_cts.repair.setup_buffers": 0,
        "ctsHoldBuffers": 0,
    },
    "detailed_routing": {
        "vias_per_cell": 7.26,
        "wirelength_um": 45000,
        "drtPass1Iterations": 25,
        "drcViolationCount": 0,
        "final_antenna_net_count": 0,
        "insertedDiodeCount": 0,
        "drt_iter0_markers": 1791,
        "wl_per_cell_um": 26.4,
        "vias": 12400,
    },
    "die": {
        "floorplan.core_area_um2": 18100,
        "top_level_ports": 100,
        "floorplan.rows": 49,
        "initCoreUtil_pct": 51.5,
        "die_x_um": 138,
        "dieHeight_um": 138,
        "dieArea_um2": 19200,
    },
    "power": {
        "power_density_nw_per_um2": 28.8,
        "ir_drop_mv": 0.0172,
        "leakage_nw": 4.11,
    },
    "min_path": {
        "hold_class": "in -> out",
    },
    "run_status": {
        "status": "finished clean",
    },
    "placed_design": {
        "place.port_buffers": 100,
        "place_area_um2": 10200,
        "dpl.hpwl_um": 35000,
        "place_ws_ps": 6100,
        "place.gp.congestion": 1.20,
    },
}
routing by layer:
| layer | global-route usage, % | part of all wire [%] | vias up |
|---|---|---|---|
| li1 | - | - | 5541 |
| met1 | 68.9 | 41 | 5650 |
| met2 | 64.3 | 39 | 1045 |
| met3 | 13.2 | 16 | 117 |
| met4 | 13.4 | 3.8 | 0 |
| met5 | 0 | 0 | - |
worst max-delay path, cell delays in order:
cell and delay (ps):
clkdlybuf4s50_1 450, buf_4 300, clkinv_1 390, ha_1 540, inv_2 130, a32oi_1 450, a311oi_2 210, a22oi_1 490
o31ai_1 160, a211oi_1 460, o311ai_1 160, o21ai_0 160, a21bo_2 260, o2111ai_1 130, clkdlybuf4s50_1 520
logic make-up after synthesis:
| kind of cell | Yosys count |
|---|---|
| buffers and inverters | 216 |
| AND-OR/OR-AND | 582 |
| XOR/XNOR | 7 |
| AND/OR/NAND/NOR | 477 |
| adder cells (fa/ha/maj) | 98 |
| multiplexers | 87 |
report_power, final:
group,internal (W),total [W],switching [W]
Clock,0,0,0
Combinational,0.000112,0.000294,0.000182
Sequential,0,0,0
metrics by stage:
step | hold slack, ps | std cells | power (W)
after global placement | 8200 | 1702 | 0.000282
after detailed placement | 8200 | 1702 | 0.000281
after global routing | 8270 | 1702 | 0.000314
final | 8220 | 1702 | 0.000294
after CTS | 8200 | 1702 | 0.000283
after floorplan | 7350 | 1467 | 0.000177
area by class of cell:
type | instances | area [µm²]
Fill cell | 1765 | 7850
Inverter | 97 | 364
Multi-Input combinational cell | 1251 | 8420
Tap cell | 229 | 287
Timing Repair Buffer | 125 | 1170
cell usage after synthesis (all sizes together) (5+ instances only):
master   count
a2111oi     20
a211o        8
a211oi      28
a21boi       8
a21o        15
a21oi      158
a221o        6
a221oi      18
a222oi      14
a22oi       22
a311oi       5
a31oi       22
a41oi        5
and2        16
and3        16
buf         41
clkbuf      78
ha          96
inv         93
mux2        13
mux2i       66
mux4         8
nand2       96
nand2b      21
nand3       29
nand4        5
nor2       178
nor2b       11
nor3        59
nor4        19
o2111ai      6
o211ai      18
o21ai      133
o21bai      10
o221ai      12
o22ai       19
o311ai       7
o31ai        6
or3         11
or4          6
xnor2        6
worst paths after layout:
kind | startpoint | to | slack (ps) | cells past startpoint
worst min-delay path | B[3] | ALURes[3] | 8220 | 6
worst max-delay path | B[4] | ALURes[20] | 5920 | 15
Power is estimated from default activity; no workload was simulated.
