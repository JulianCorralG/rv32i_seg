==> flow/design.v <==
module IF_ID_Reg (
    input logic clk,
    input logic reset,
    input logic en,  
    input logic clr,  
    input logic [31:0] PC_F,
    input logic [31:0] Instr_F,
    input logic [31:0] PCPlus4_F,
    output logic [31:0] PC_D,
    output logic [31:0] Instr_D,
    output logic [31:0] PCPlus4_D
);
    always_ff @(posedge clk or posedge reset) begin
        if (reset) begin
            PC_D <= 0;
            Instr_D <= 0;
            PCPlus4_D <= 0;
        end else if (clr) begin
            PC_D <= 0;
            Instr_D <= 0;
            PCPlus4_D <= 0;
        end else if (en) begin
            PC_D <= PC_F;
            Instr_D <= Instr_F;
            PCPlus4_D <= PCPlus4_F;
        end
    end
endmodule
module ID_EX_Reg (
    input logic clk,
    input logic reset,
    input logic clr,  
    input logic RUWr_D,
    input logic [1:0] RUDataWrSrc_D,
    input logic DMWr_D,
    input logic [2:0] DMCtrl_D,
    input logic ALUASrc_D,
    input logic ALUBSrc_D,
    input logic [3:0] ALUOp_D,
    input logic [4:0] BrOp_D,  
    input logic [31:0] PC_D,
    input logic [31:0] RD1_D,
    input logic [31:0] RD2_D,
    input logic [31:0] ImmExt_D,
    input logic [31:0] PCPlus4_D,
    input logic [4:0] Rs1_D,
    input logic [4:0] Rs2_D,
    input logic [4:0] Rd_D,
    output logic RUWr_E,
    output logic [1:0] RUDataWrSrc_E,
    output logic DMWr_E,
    output logic [2:0] DMCtrl_E,
    output logic ALUASrc_E,
    output logic ALUBSrc_E,
    output logic [3:0] ALUOp_E,
    output logic [4:0] BrOp_E,
    output logic [31:0] PC_E,
    output logic [31:0] RD1_E,
    output logic [31:0] RD2_E,
    output logic [31:0] ImmExt_E,
    output logic [31:0] PCPlus4_E,
    output logic [4:0] Rs1_E,
    output logic [4:0] Rs2_E,
    output logic [4:0] Rd_E
);
    always_ff @(posedge clk or posedge reset) begin
        if (reset || clr) begin
            RUWr_E <= 0;
            RUDataWrSrc_E <= 0;
            DMWr_E <= 0;
            DMCtrl_E <= 0;
            ALUASrc_E <= 0;
            ALUBSrc_E <= 0;
            ALUOp_E <= 0;
            BrOp_E <= 0;
            PC_E <= 0;
            RD1_E <= 0;
            RD2_E <= 0;
            ImmExt_E <= 0;
            PCPlus4_E <= 0;
            Rs1_E <= 0;
            Rs2_E <= 0;
            Rd_E <= 0;
        end else begin
            RUWr_E <= RUWr_D;
            RUDataWrSrc_E <= RUDataWrSrc_D;
            DMWr_E <= DMWr_D;
            DMCtrl_E <= DMCtrl_D;
            ALUASrc_E <= ALUASrc_D;
            ALUBSrc_E <= ALUBSrc_D;
            ALUOp_E <= ALUOp_D;
            BrOp_E <= BrOp_D;
            PC_E <= PC_D;
            RD1_E <= RD1_D;
            RD2_E <= RD2_D;
            ImmExt_E <= ImmExt_D;
            PCPlus4_E <= PCPlus4_D;
            Rs1_E <= Rs1_D;
            Rs2_E <= Rs2_D;
            Rd_E <= Rd_D;
        end
    end
endmodule
module EX_MEM_Reg (
    input logic clk,
    input logic reset,
    input logic RUWr_E,
    input logic [1:0] RUDataWrSrc_E,
    input logic DMWr_E,
    input logic [2:0] DMCtrl_E,
    input logic [31:0] ALUResult_E,
    input logic [31:0] WriteData_E,  
    input logic [31:0] PCPlus4_E,
    input logic [4:0] Rd_E,
    output logic RUWr_M,
    output logic [1:0] RUDataWrSrc_M,
    output logic DMWr_M,
    output logic [2:0] DMCtrl_M,
    output logic [31:0] ALUResult_M,
    output logic [31:0] WriteData_M,
    output logic [31:0] PCPlus4_M,
    output logic [4:0] Rd_M
);
    always_ff @(posedge clk or posedge reset) begin
        if (reset) begin
            RUWr_M <= 0;
            RUDataWrSrc_M <= 0;
            DMWr_M <= 0;
            DMCtrl_M <= 0;
            ALUResult_M <= 0;
            WriteData_M <= 0;
            PCPlus4_M <= 0;
            Rd_M <= 0;
        end else begin
            RUWr_M <= RUWr_E;
            RUDataWrSrc_M <= RUDataWrSrc_E;
            DMWr_M <= DMWr_E;
            DMCtrl_M <= DMCtrl_E;
            ALUResult_M <= ALUResult_E;
            WriteData_M <= WriteData_E;
            PCPlus4_M <= PCPlus4_E;
            Rd_M <= Rd_E;
        end
    end
endmodule
module MEM_WB_Reg (
    input logic clk,
    input logic reset,
    input logic RUWr_M,
    input logic [1:0] RUDataWrSrc_M,
    input logic [31:0] ALUResult_M,
    input logic [31:0] ReadData_M,
    input logic [31:0] PCPlus4_M,
    input logic [4:0] Rd_M,
    output logic RUWr_W,
    output logic [1:0] RUDataWrSrc_W,
    output logic [31:0] ALUResult_W,
    output logic [31:0] ReadData_W,
    output logic [31:0] PCPlus4_W,
    output logic [4:0] Rd_W
);
    always_ff @(posedge clk or posedge reset) begin
        if (reset) begin
            RUWr_W <= 0;
            RUDataWrSrc_W <= 0;
            ALUResult_W <= 0;
            ReadData_W <= 0;
            PCPlus4_W <= 0;
            Rd_W <= 0;
        end else begin
            RUWr_W <= RUWr_M;
            RUDataWrSrc_W <= RUDataWrSrc_M;
            ALUResult_W <= ALUResult_M;
            ReadData_W <= ReadData_M;
            PCPlus4_W <= PCPlus4_M;
            Rd_W <= Rd_M;
        end
    end
endmodule
==> flow/run.sh <==
#!/bin/bash
# OpenROAD 26Q1-2900-gdf79404cd8, Yosys 0.63+post, stock flow scripts
make -C /OpenROAD-flow-scripts/flow DESIGN_CONFIG=/design/flow/config.mk WORK_HOME=/design/flow/orfs finish
==> flow/config.mk <==
export PLATFORM = sky130hd
export DESIGN_NAME = EX_MEM_Reg
export DESIGN_NICKNAME = EX_MEM_Reg
export VERILOG_FILES = /design/flow/design.v
export SDC_FILE = /design/flow/constraint.sdc
export NUM_CORES = 4
export LEC_CHECK = 1
export CORE_AREA = 10 10 147 147
export DIE_AREA = 0 0 157 157
==> flow/constraint.sdc <==
current_design EX_MEM_Reg

set clk_period 1.0
set clk_io_pct 0.2

create_clock -name clk0 -period $clk_period [get_ports {clk}]

set non_clock_inputs [all_inputs -no_clocks]
set_input_delay [expr $clk_period * $clk_io_pct] -clock clk0 $non_clock_inputs
set_output_delay [expr $clk_period * $clk_io_pct] -clock clk0 [all_outputs]
==> flow_summary.json <==
{
  "run_status": "finished, violations left",
  "violations": "setup timing",
  "setup_viol": 108,
  "htree_levels": 3,
  "hpwlAfterDp_um": 6980,
  "first_iter_violations": 42,
  "die_y_um": 157,
  "tightest_slew_ns": 0.268,
  "synth_chip_area_um2": 2710,
  "ys_cells": 109,
  "max_freq_mhz": 928,
  "clkTransAtPathRegs_ns": 0.07,
  "syn_area_um2": 2710,
  "layout_setup_ws_ns": -0.0775,
  "area_leaders": "dfrtp_1, inv_1",
  "vias": 1785,
  "rsz0062_at_grt": "yes",
  "synthArstFlopShare_pct": 100,
  "cts-root-buf": "clkbuf_16",
  "tns_ns": -1.92,
  "slew_headroom_pct": 82.1,
  "synth_cells": 109,
  "drc": 0,
  "path_cells": "buf_2",
  "syn-mean-instance-area_um2": 24.8,
  "vias_per_cell": 3.09,
  "max_stage_delay_ns": 0.39,
  "ff_type": "dfrtp_1",
  "final.period_utilization_pct": 108,
  "initial_utilization_pct": 14.6,
  "yosys-top-cells-count": "dfrtp_1, inv_1",
  "cts_tree": "built",
  "die_w_um": 157,
  "worst-path-max-fanout": 1,
  "final_antenna_net_count": 0,
  "end_kind": "primary output",
  "gp_congestion": 0.720,
  "num_rows": 50,
  "cap_viol_max_count": 0,
  "yosysTopAreaCell": "dfrtp_1",
  "post_drt_wl_per_cell_um": 15.1,
  "final_hold_viol_count": 0,
  "warnings": 28,
  "p_total_mw": 9.34,
  "fin_crit_ns": 1.08,
  "grt_pass1_vias": 2021,
  "first_pass_iters": 4,
  "antenna_cells": 0,
  "hold_class": "primary input to register",
  "gr-total-overflow": 0,
  "path_buffers": 1,
  "ys_warn_count": 1,
  "cts_buffer_depth": 2,
  "synth-seq-cells": 108,
  "critPathSlowestCell": "dfrtp_1",
  "vdd_drop_max_uv": 856,
  "start_kind": "register",
  "top_cell_area_share_pct": 99.9,
  "grt_pass1_wl_um": 12900,
  "ctsHoldBuffers": 0,
  "path_class": "register to primary output",
  "leakage_nw": 2.29,
  "wirelength_um": 8700,
  "comb_area_um2": 0,
  "ys_seq_share_pct": 99.9,
  "top_level_ports": 218,
  "portBuffers": 217,
  "edf_count": 0,
  "logic_gate_count": 0,
  "worstPathArrival_ns": 0.88,
  "grt_max_degree": 48,
  "antenna_found_initial": 0,
  "most_common_cell": "dfrtp_1",
  "holdPathStages": 1,
  "die-area_um2": 24600,
  "min_from": "PCPlus4_E[12]",
  "fp.coreArea_um2": 18600,
  "numCtsBuffers": 9,
  "grtUsageTotal_pct": 6.90,
  "required_ns": 0.80,
  "min_to": "PCPlus4_M[12]$_DFF_PP0_",
  "ys_types": 2,
  "slew_violations": 0,
  "area_growth_pct": 85.5,
  "layout-drive-gt1-share_pct": 36.9,
  "power.density_nw_per_um2": 1860,
  "post-cts-setup-buffers": 0,
  "cp_top_family": "flip-flops",
  "cts.sinks": 108
}
[layout by cell type, fill, tap and decap left out]
| cell type | n |
|---|---|
| buf_12 | 2 |
| dfrtp_1 | 108 |
| clkinvlp_4 | 3 |
| buf_4 | 1 |
| bufinv_16 | 3 |
| clkinv_4 | 1 |
| buf_2 | 108 |
| clkdlybuf4s50_1 | 109 |
| clkbuf_16 | 9 |
[repair_timing]
| item | 4_1_cts | 5_1_grt |
|---|---|---|
| endpoints found under the hold margin | 0 | 0 |
| gates resized | 341 | 0 |
| endpoints found under the setup margin | 108 | 108 |
[stage by stage]
stage	hold slack (ns)	util [%]	std cells	area, um^2	setup slack (ns)
finish	0.280	27.0	578	5020	-0.0775
global placement	0.645	28.1	563	5220	-0.0606
detailed placement	0.648	28.1	563	5220	-0.0588
floorplan	0.231	-	109	2710	-0.502
CTS	0.257	27.0	578	5020	-0.102
global route	0.257	27.0	578	5020	-0.116
[cell type report]
type / instances / area [um^2]
clock buffer: 9 / 225
clock inverter: 6 / 114
fill: 1899 / 13600
inverter: 1 / 7.51
sequential: 108 / 2700
tap: 234 / 293
timing repair buffer: 220 / 1680
[state kept, by name, indices dropped and copies added (netlist names)]
signal,cells
ALUResult_M,32
DMCtrl_M,3
DMWr_M,1
PCPlus4_M,32
RUDataWrSrc_M,2
RUWr_M,1
Rd_M,5
WriteData_M,32
[report_power, final]
group	leakage (nW)	internal, mW	total, mW	switching (mW)
Sequential	1.26	4.58	4.63	0.0463
Clock	0.158	2.44	3.99	1.55
Combinational	0.875	0.527	0.724	0.197
[layer usage]
| metal | GRT usage, % | routed length [um] |
|---|---|---|
| met2 | 10.3 | 4000 |
| met4 | 1.35 | 201 |
| met5 | 0 | 0 |
| met3 | 4.21 | 1240 |
| met1 | 8.46 | 3260 |
[cells by family after synthesis]
logic type             Yosys count  share of synthesized area, %
DFF                            108                          99.9
buffers and inverters            1                         0.139
[worst max path at each step]
stage	startpoint	end	slack, ns	cells past startpoint
final	Rd_M[1]$_DFF_PP0_	Rd_M[1]	-0.08	1
after global routing	Rd_M[1]$_DFF_PP0_	Rd_M[1]	-0.12	1
after CTS	Rd_M[1]$_DFF_PP0_	Rd_M[1]	-0.10	1
Power and IR drop assume default switching activity.
